[config.mk]
export PLATFORM = sky130hd
export DESIGN_NAME = sub
export DESIGN_NICKNAME = sub
export VERILOG_FILES = /design/flow/design.v
export SDC_FILE = /design/flow/constraint.sdc
export NUM_CORES = 4
export LEC_CHECK = 1
export CORE_AREA = 10 10 70 70
export DIE_AREA = 0 0 80 80
[constraint.sdc]
current_design sub

set clk_period 3.5
set clk_io_pct 0.2

create_clock -name clk0 -period $clk_period

set non_clock_inputs [all_inputs -no_clocks]
set_input_delay [expr $clk_period * $clk_io_pct] -clock clk0 $non_clock_inputs
set_output_delay [expr $clk_period * $clk_io_pct] -clock clk0 [all_outputs]
[design.v]
module sub(input [4:0] a, input [4:0] b, output reg [4:0] res );
	always @* begin
		res=a-b;
	end
endmodule
[run.sh]
#!/bin/bash
# OpenROAD 26Q1-2900-gdf79404cd8, Yosys 0.63+post, stock flow scripts
make -C /OpenROAD-flow-scripts/flow DESIGN_CONFIG=/design/flow/config.mk WORK_HOME=/design/flow/orfs finish
==> out/qor.csv <==
metric,value,unit
grt_pass1_vias,184,
wl_per_cell,6.37,um
post_cts_buffers,0,
seq_area,0,um^2
die_h,80,um
row_count,21,
busiest_layer,met2,
slowest_stage,clkdlybuf4s50_1,
final_cell_count_no_fill,82,
clockPowerShare,0,
cell_internal_pwr,0.0379,mW
switching_share,0.290,
top_area_cell,ha_1,
combGateArea,138,um^2
fin_crit_sh,0.970,
critical-path-max-stage-delay,0.49,ns
area_growth,134,%
worstMarginPinSlew,0.154,ns
fp_util,0.0469,
hpwlAfterDp,499,um
area_leaders,"ha_1 (31%), inv_1 (14%), fa_1 (13%)",
avgSynthCellArea,8.01,um^2
total_power,0.0534,mW
nClkBuffers,0,
path_common_cell,clkdlybuf4s50_1,
use_met3,0.00227,
n_antenna_cell,0,
maxSlewHeadroom,0.897,
sequentialPowerShare,0,
lay_top_cells,"clkdlybuf4s50_1 (15), inv_1 (6), ha_1 (4)",
ys_cells,20,
p_sw,0.0155,mW
yosysSeqAreaShare,0,
p_per_area,142,nW/um^2
timing.fmax,295,MHz
ctsResizeCount,0,
core_area,3420,um^2
synth_cells,20,
io_pins,15,
grt_max_degree,5,
die_x,80,um
path_buffers,3,
drt_iter0_drc,6,
setup.worst_path.end_class,output pin,
ys_types,10,
path_class,in -> out,
timing.hold.ws,2.39,ns
grtUsageMet1,0.0179,
cp_data_required_time,2.80,ns
vias,172,
grt-ovfl-total,0,
peakVddDrop,0.0000158,V
grt_antenna_before_repair,0,
path_cells,"clkdlybuf4s50_1, ha_1, inv_1, fa_1, a21o_1, a21oi_2, xnor2_1, clkdlybuf4s50_1",
gp_congestion,0.733,
synth_chip_area,160,um^2
drv_cap,0,
grt_use_total,0.0157,
routed_wl,522,um
flops,0,
dr.pass1.iters,2,
fin_tns_setup,0,ns
grtUsageMet2,0.0313,
rsz0062_at_grt,false,
detail-route-antenna-nets,0,
p_leak,0.159,nW
portBuffers,15,
critPathArrivalTime,2.69,ns
warnings,32,
lay_top_count,clkdlybuf4s50_1,
status,"complete, no violations",
min_path_type,in -> out,
drc,0,
yosysWarnings,1,
top_cell_area_share,0.313,
vias_per_cell,2.10,
chipArea,6400,um^2
drive_gt1_frac,0.0556,
crit_family,buffers and inverters,
n_fill_cell,398,
grt_first_pass_wirelength,821,um
fin_crit,3.39,ns
crit_fanout,2,
syn_area,160,um^2
finalSetupViolCount,0,
ctsHoldBuffers,0,
dp_cells,82,
worstSetupStartpointType,input pin,
maxSlewViolCount,0,
pwr-share-comb,1.000,
finalHoldViolCount,0,
## logic make-up after synthesis
kind of cell / after synthesis / synth area share
simple gates: 2 / 0.0703
compound gates: 3 / 0.133
xor+xnor: 4 / 0.219
fa+ha+maj: 5 / 0.438
buf+inv: 6 / 0.141
## final cells by class
cell class / count / area share
timing repair buffer: 16 / 0.420
multi-input combinational: 14 / 0.367
tap: 46 / 0.153
inverter: 6 / 0.0600
## Yosys cell counts (all sizes together)
cell and instances:
inv 6, ha 4, a21oi 2, xnor2 2
xor2 2, a21o 1, fa 1, nand2 1
nand3b 1
## power by group through the flow
stage | combinational [mW] | sequential, mW | clock, mW
CTS | 0.0550 | 0 | 0
global route | 0.0592 | 0 | 0
finish | 0.0534 | 0 | 0
## stage by stage
stage          setup slack [ns]  instance area [um^2]   util
2_1_floorplan              1.09                   160      -
3_3_place_gp             0.0715                   375  0.110
3_5_place_dp             0.0557                   375  0.110
4_1_cts                  0.0444                   375  0.110
5_1_grt                 0.00300                   375  0.110
6_report                  0.106                   375  0.110
## worst min-delay path, delay by kind of cell
| kind | cells | cell delay (ns) |
|---|---|---|
| buffers and inverters | 4 | 0.86 |
| adder cells (fa/ha/maj) | 1 | 0.12 |
## per-layer routing
| metal | wire [um] | share of wire | vias up |
|---|---|---|---|
| li1 | - | - | 94 |
| met1 | 209 | 0.40 | 72 |
| met2 | 267 | 0.51 | 6 |
| met3 | 45 | 0.086 | 0 |
| met4 | 0 | 0 | 0 |
| met5 | 0 | 0 | - |
## final timing paths
path	cells after the start	end	start	slack [ns]
worst max-delay path	8	res[4]	b[0]	0.11
worst min-delay path	5	res[0]	a[0]	2.39
Power and IR drop assume default switching activity.
