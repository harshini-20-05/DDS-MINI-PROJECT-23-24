## /design/flow/constraint.sdc

```tcl
current_design upordown_counter

set clk_period 1.6
set clk_io_pct 0.2

create_clock -name clk0 -period $clk_period [get_ports {Clk}]

set non_clock_inputs [all_inputs -no_clocks]
set_input_delay [expr $clk_period * $clk_io_pct] -clock clk0 $non_clock_inputs
set_output_delay [expr $clk_period * $clk_io_pct] -clock clk0 [all_outputs]
```

## /design/flow/design.v

```verilog
module upordown_counter(
    Clk,
    reset,
    UpOrDown,   
    Count
    );
    input Clk,reset,UpOrDown;
    output [4 : 0] Count;
    reg [4 : 0] Count = 0;   
     always @(posedge(Clk) or posedge(reset))
     begin
        if(reset == 1) begin 
            Count <= 0;
        end else begin    
            if(UpOrDown == 1) begin    
                if(Count == 30 | Count == 31 ) begin
		    Count <= 0;   
                end else begin
                    Count <= Count + 1;  
		    end
		end else begin   
                if(Count == 0) begin
                    Count <= 31;
                end else begin
                    Count <= Count - 1;  
     end    
end
end
end 
endmodule
```

## /design/flow/run.sh

```bash
#!/bin/bash
# OpenROAD 26Q1-2900-gdf79404cd8, Yosys 0.63+post, stock flow scripts
make -C /OpenROAD-flow-scripts/flow DESIGN_CONFIG=/design/flow/config.mk WORK_HOME=/design/flow/orfs finish
```

## /design/flow/config.mk

```make
export PLATFORM = sky130hd
export DESIGN_NAME = upordown_counter
export DESIGN_NICKNAME = upordown_counter
export VERILOG_FILES = /design/flow/design.v
export SDC_FILE = /design/flow/constraint.sdc
export NUM_CORES = 4
export LEC_CHECK = 1
export CORE_AREA = 10 10 70 70
export DIE_AREA = 0 0 80 80
```

==> results.yml <==
# generated from flow reports
yosys:
  ff_type: "dfrtp_1"
  netlist-cell-type-count: 18
  yosys_cells: 41
  synth_chip_area_um2: 355
  ys.flops: 5
  largest_area_cell: "dfrtp_1"
  top_cells_by_count: "dfrtp_1, inv_1, ha_1, o21ai_0"
  synth_seq_share_pct: 35.2
  netlist.area_leader.share_pct: 35.2
  async_reset_ff_share_pct: 100
  synth_area_per_cell_um2: 8.67
  edf_count: 0
  synthCells: 41
  topCellsByArea: "dfrtp_1, ha_1, o21ai_0"
  syn-cell-area_um2: 355
  ys.warnings.count: 1
final_timing:
  hold_violations: 0
  fmax_ghz: 0.640
  tns_ps: 0
  fin_skew_ps: 5.74
  fin_crit_sh_pct: 97.6
  worst_pin_slew_ps: 271
  setup_viol: 0
  slew_headroom_pct: 81.8
  rsz0062_at_grt: "yes"
  maxSlewViolCount: 0
  period_needed_ps: 1560
outcome:
  outcome: "finished clean"
route:
  post_drt_wl_per_cell_um: 9.41
  insertedDiodeCount: 0
  viasPerCell: 3.60
  ant_nets: 0
  drtIter0Drc: 10
  drc_errors: 0
  vias: 371
  firstDrtPassIters: 4
  totalWireLength_um: 969
clocking:
  cts-root-buf: "clkbuf_4"
  clock_sinks: 5
  numCtsBuffers: 3
  cts.path.max_buffers: 2
  cts_tree: "built"
  clk_pin_slew_ps: 40
  cts_hold_buffers: 0
  htreeDepth: 1
  clock_latency_ps: 240
layout:
  drive_gt1_share_pct: 31.6
  area_delta_synth_final_pct: 64.4
  finalCoreUtilization_pct: 17.1
  reg.largest.list: "Count (5)"
  top_register: "Count"
  largest_reg_flops: 5
floorplan:
  dieArea_mm2: 0.00640
  core_util_floorplan_pct: 10.4
  die_x_um: 80
  design.core.area_mm2: 0.00342
  rows: 21
  ios: 8
  die_h_um: 80
setup_path:
  path_delay_family: "AND-OR/OR-AND gates"
  crit_buf_inv: 0
  cp.required_ps: 1710
  worst-setup-path-type: "register to register"
  r2r_start: "Count[0]"
  worstSetupStartpoint: "Count[0]"
  arrival_ps: 1670
  crit_fanout: 6
  cp_slowest_stage_delay_ps: 360
  end_kind: "register"
  cp_cell_sequence: "ha_2 -> and3_4 -> ha_4 -> a41oi_2 -> and2_4 -> a221oi_2 -> o21ai_1"
  start_kind: "register"
  critPathSlowestCell: "dfrtp_1"
pwr:
  power_density_mw_per_mm2: 1800
  leakagePower_nw: 0.239
  ir_drop_v: 0.000728
worst_hold_path:
  hp-class: "input port to async pin"
placement:
  port_buffers: 7
  gp_congestion: 0.837
  hpwl_um: 708
global_routing:
  grt_max_degree: 10
  grt-ovfl-total: 0
  grt_pass1_wl_mm: 1.59
  grt_usage_pct: 3.00
  antenna_found_initial: 0
  grt_pass1_vias: 363
job:
  max_cap_viol_count: 0
  openroad.warnings: 29
metrics by stage:
step	cell area, um2	std cells	hold WS [ps]	power (mW)	setup slack (ps)
after floorplan	365	41	98.5	0.534	-0.308
after detailed placement	519	98	532	0.825	-57.2
after global routing	584	103	297	1.14	-70.7
after global placement	519	98	533	0.821	-22.8
after CTS	548	102	285	0.979	10.4
final	584	103	281	1.05	38.7
cells in the final DEF, fill, tap and decap left out:
cell type	Yosys	final
clkdlybuf4s50_1	0	7
inv_1	5	5
buf_4	1	5
dfrtp_1	5	4
o21ai_0	4	4
a21oi_1	3	3
nor2_1	3	3
nand2_1	3	3
clkbuf_4	0	3
nand3_1	2	2
nor3_1	2	2
ha_2	0	2
buf_6	1	2
dfrtp_2	0	1
and3_4	0	1
a41oi_2	0	1
and2_4	0	1
and3_1	2	1
a221oi_2	1	1
o21ai_1	1	1
a221oi_1	1	1
xor2_1	1	1
ha_1	4	1
ha_4	0	1
clkbuf_1	0	1
power breakdown:
| group | total (mW) | switching [mW] | internal, mW |
|---|---|---|---|
| clock network | 0.141 | 0.0474 | 0.0940 |
| logic | 0.658 | 0.293 | 0.364 |
| registers | 0.252 | 0.0567 | 0.195 |
| total | 1.05 | 0.397 | 0.653 |
final cells by class:
type                            count  area (um2)
Clock buffer                        4        26.3
Fill cell                         392        2830
Inverter                            5        18.8
Multi-Input combinational cell     29         225
Sequential cell                     5         126
Tap cell                           46        57.6
Timing Repair Buffer               14         130
worst paths after layout:
kind	endpoint	slack, ps	cells after the start
max reg2reg	Count[3]	40	7
max	Count[3]	40	7
min	Count[2]	280	2
max in group asynchronous	Count[4]	1140	2
min in group clk0	Count[0]	600	2
min reg2reg	Count[0]	600	2
layer usage:
metal	track usage (%)	part of all wire, %	up-vias
met5	0	0	-
met1	4.02	50	174
met2	3.93	40	22
met3	1.70	10	0
met4	0.880	0	0
li1	-	-	175
repair_timing:
action                                  CTS  global route
resized                                   2             7
buffers inserted                          0             1
pin swaps                                 0             5
endpoints found under the setup margin    4             5
kinds of logic after synthesis:
logic type                 share of synthesized area, %
xor gates and xnor gates                           2.47
AOI/OAI and AO/OA                                  20.4
buffers and inverters                              10.6
and+or+nand+nor                                    17.3
DFF                                                35.2
adders and majority gates                          14.1
Power is estimated from default activity; no workload was simulated.
