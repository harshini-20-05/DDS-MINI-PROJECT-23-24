File: flow/config.mk
export PLATFORM = sky130hd
export DESIGN_NAME = id
export DESIGN_NICKNAME = id
export VERILOG_FILES = /design/flow/design.v
export SDC_FILE = /design/flow/constraint.sdc
export NUM_CORES = 4
export LEC_CHECK = 1
export CORE_AREA = 10 10 70 70
export DIE_AREA = 0 0 80 80
File: flow/constraint.sdc
current_design id

set clk_period 1.0
set clk_io_pct 0.2

create_clock -name clk0 -period $clk_period

set non_clock_inputs [all_inputs -no_clocks]
set_input_delay [expr $clk_period * $clk_io_pct] -clock clk0 $non_clock_inputs
set_output_delay [expr $clk_period * $clk_io_pct] -clock clk0 [all_outputs]
File: flow/design.v
module id(input [7:0] id, input [7:0] vaid, output reg y);
	always@(vaid)
		begin
		if(id == vaid)
			y<=1;
		else
			y<=0;
	end
endmodule
File: flow/run.sh
#!/bin/bash
# OpenROAD 26Q1-2900-gdf79404cd8, Yosys 0.63+post, stock flow scripts
make -C /OpenROAD-flow-scripts/flow DESIGN_CONFIG=/design/flow/config.mk WORK_HOME=/design/flow/orfs finish
==> impl_metrics.csv <==
group,metric,value,unit
place,dp.cells,74,
power_and_ir_drop,p_leak,0.1334,nW
routing,routed_wl,510,um
cells_and_area,flops,0,
logic_synthesis,top_area_frac,0.8116,
routing,num_antenna_cells,0,
logic_synthesis,muxShareOfSynthArea,0,
cells_and_area,fin_cells,74,
global_route,grt_first_pass_wirelength,759,um
timing,slew_headroom,0.9125,
logic_synthesis,common_cells,"8 x xnor2_1, 2 x nand4_1, 1 x nor2_1",
logic_synthesis,synthCells,11,
job,drv_cap,0,
logic_synthesis,largest_area_cell,"xnor2_1",
timing,whs,746.0,ps
die,fp.dieArea,0.006400,mm2
routing,drtIter0Drc,0,
setup_path,crit_arrival,790,ps
setup_path,critPathCaptureType,"primary output",
timing,max_freq,1.013,GHz
job,warning_count,33,
routing,postRouteAntennaNets,0,
setup_path,critPathKind,"input port to primary output",
cells_and_area,clkbuf_count,0,
run_status,status,"completed",
logic_synthesis,yosys.cell_types.count,3,
cells_and_area,seq_area,0,um2
routing,wl_per_cell,6.892,um
logic_synthesis,ys_sh_simple,0.1884,
setup_path,start_kind,"input port",
clock_network,cts_hold_buffers,0,
die,fp.dieH,80,um
logic_synthesis,ys_cells,11,
routing,routed_via_density,1.878,
setup_path,crit_family,"simple AND/OR/NAND/NOR gates",
place,portBuffers,17,
cells_and_area,fillers,404,
routing,vias,139,
die,ioPinCount,17,
timing,final_max_slew_viol_count,0,
logic_synthesis,synthXorXnorAreaFrac,0.8116,
die,fp-row-count,21,
cells_and_area,fin_util,0.09121,
setup_path,path_max_fanout,1,
setup_path,path_cells,"buf_6 -> xnor2_2 -> nand4_1 -> nor2_1 -> buf_2",
timing,hold_viol,0,
routing,drc,0,
timing,finalCritPeriodShare,0.9874,
die,dieWidth,80,um
global_route,grt_pass1_vias,155,
logic_synthesis,syn_avg_cell_area,7.848,um2
cells_and_area,syn_to_final_growth,260.9,%
setup_path,crit_path_max_incr_delay,150,ps
die,floorplan.core_util,0.02527,
logic_synthesis,synth.logic.top_family,"XOR/XNOR gates",
logic_synthesis,synth.cell_area,86.33,um2
place,gp_congestion,0.7030,
power_and_ir_drop,power_density,347.9,mW/mm2
global_route,overflow,0,
cells_and_area,final_layout_size_suffix_gt1_frac,0.8214,
logic_synthesis,yosysMostFrequentCell,"xnor2_1",
timing,worstMarginPinSlew,130.3,ps
setup_path,critical_path.slowest_cell,"xnor2_2",
logic_synthesis,area_leaders,"xnor2_1 81%, nand4_1 14%, nor2_1 4.3%",
timing,finalSetupViolCount,0,
logic_synthesis,synthAdderAreaFrac,0,
global_route,antenna_found_initial,0,
timing,rsz0062_at_grt,"true",
setup_path,required,800,ps
routing,firstDrtPassIters,1,
logic_synthesis,aoi_share,0,
timing,timing.final.crit_period,987.4,ps
logic_synthesis,yosys_warnings,1,
setup_path,critPathBufInv,2,
power_and_ir_drop,irDropWorstVdd,0.00005861,V
logic_synthesis,ys_chip_area,86.33,um2
global_route,grt_max_degree,2,
global_route,grtUsageTotal,0.01409,
logic_synthesis,ys_seq_share,0,
worst_hold_path,hp-class,"input port to primary output",
die,core_area,0.003416,mm2
==> logic make-up after synthesis <==
family,Yosys count
XOR/XNOR,8
AND/OR/NAND/NOR,3
==> final timing paths <==
path                     from  endpoint  slack, ps  cells after the start
worst max-delay path  vaid[1]         y         10                      5
worst min-delay path  vaid[7]         y        750                      5
==> metrics by stage <==
| stage | cell area (um2) | power, mW | TNS, ps | setup slack (ps) |
|---|---|---|---|---|
| after global routing | 311.5 | 0.1162 | -26.73 | -26.73 |
| after global placement | 314.1 | 0.1021 | -741.0 | -741.0 |
| final | 311.5 | 0.1084 | 0 | 12.64 |
| after detailed placement | 314.1 | 0.1030 | -747.1 | -747.1 |
| after CTS | 256.5 | 0.08444 | 0 | 0.3614 |
| after floorplan | 86.33 | 0.03067 | 0 | 313.4 |
==> layout make-up <==
class                           count  area (um2)  share of cell area
Multi-Input combinational cell     11       131.4              0.4217
Tap cell                           46       57.56              0.1847
Timing Repair Buffer               17       122.6              0.3936
==> cell usage in the layout, fill, tap and decap left out <==
master,count
buf_2,11
buf_6,6
nand4_1,2
nor2_1,1
xnor2_1,2
xnor2_2,6
==> power by group <==
| group | total, mW | internal, mW | switching, mW |
|---|---|---|---|
| Sequential | 0 | 0 | 0 |
| Clock | 0 | 0 | 0 |
| Combinational | 0.108 | 0.0742 | 0.0341 |
==> per-layer routing <==
metal,part of all wire,up-vias,wire length (um),GRT usage
li1,-,71,-,-
met1,0.44,61,226,0.01782
met2,0.47,7,242,0.02488
met3,0.080,0,41,0.003409
met4,0,0,0,0
met5,0,-,0,0
==> what timing repair did <==
item	CTS	global route
pin swaps	11	5
resized	65	8
hold endpoints to repair	0	0
setup buffers	0	0
endpoints found under the setup margin	1	1
Power is estimated from default activity; no workload was simulated.
